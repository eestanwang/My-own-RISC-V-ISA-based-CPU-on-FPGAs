**./run.sh**
```bash
#!/bin/bash
# OpenROAD 26Q1-2900-gdf79404cd8, Yosys 0.63+post, stock flow scripts
make -C /OpenROAD-flow-scripts/flow DESIGN_CONFIG=/design/flow/config.mk WORK_HOME=/design/flow/orfs finish
```
**./config.mk**
```make
export PLATFORM = sky130hd
export DESIGN_NAME = ff
export DESIGN_NICKNAME = ff
export VERILOG_FILES = /design/flow/design.v
export SDC_FILE = /design/flow/constraint.sdc
export NUM_CORES = 4
export LEC_CHECK = 1
export CORE_AREA = 10 10 85 85
export DIE_AREA = 0 0 95 95
```
**./constraint.sdc**
```tcl
current_design ff

set clk_period 1.0
set clk_io_pct 0.2

create_clock -name clk0 -period $clk_period [get_ports {clk}]

set non_clock_inputs [all_inputs -no_clocks]
set_input_delay [expr $clk_period * $clk_io_pct] -clock clk0 $non_clock_inputs
set_output_delay [expr $clk_period * $clk_io_pct] -clock clk0 [all_outputs]
```
**./design.v**
```verilog
module ff #(
    parameter NUMBER_OF_BITS = 32
) (
    input wire clk,
    input wire rst,
    input wire [NUMBER_OF_BITS-1:0] d,
    output reg [NUMBER_OF_BITS-1:0] q
);
  always @(posedge clk or posedge rst) begin
    if (rst) begin
      q <= 0;
    end else begin
      q <= d;
    end
  end
endmodule
```
==> job_summary.md <==
### Yosys + OpenROAD results

| Metric | Value |
|---|---|
| Outcome | finished clean |
| Area Overhead vs Synth | 87.2% |
| Layout cells sized above 1 | 0.389 |
| NetSw | 493 uW |
| Clock sinks | 32 |
| Core Area | about 0.0055 mm2 |
| DRT iter0 DRCs | 1 |
| DR vias/cell | ~3 |
| Sequential area share after synthesis | 0.995 |
| Nature of the critical path startpoint | flip-flop |
| Final setup margin | 0.0543 ns |
| Cell Type Count | 2 |
| Synth area leaders | dfrtp_1 100%, inv_1 0.47% |
| Mapped cell area | about 800 um2 |
| DP Worst Slack | 0.0212 ns |
| Max-Slew Margin vs Limit | 0.897 |
| Detailed Route WL | 2480 um |
| MI comb area | 0 um2 |
| WP data required | 0.80 ns |
| Crit end category | primary output |
| Vias in the first global route | around 620 |
| Clock transition at the registers of the reported paths | roughly 0.06 ns |
| Gr ovfl total | 0 |
| Initial antenna violation count | 1 |
| Root buf cell | clkbuf_8 |
| DIE HEIGHT | around 95 um |
| PortBufs | between 60 and 70 |
| Max-Cap Viols | 0 |
| CTS tree | yes |
| Fmax | roughly 1100 MHz |
| Tool warning count | 25 |
| Yosys cell count | 33 |
| Post-CTS Hold Buffers | 0 |
| First-pass GRT wire length | ~3700 um |
| Area leader share | 0.995 |
| FF+latch area | 801 um2 |
| RSZ-0062 raised after global routing | false |
| Floorplan core density | 0.147 |
| Crit path cell chain | buf_2 |
| Largest net degree at the start of global routing | 13 |
| Part of the cycle the worst path needs | 0.946 |
| Yosys top cell by area | dfrtp_1 |
| Switching share of power | 0.188 |
| Clk pwr share | 0.396 |
| Fin. max-slew vios | 0 |
| Crit-path slowest cell | dfrtp_1 |
| # fillers | between 500 and 600 |
| Chip footprint | between 0.009 and 0.01 mm2 |
| Placed wire-length estimate | ~2100 um |
| DR WL/cell | 13.7 um |
| Slew @ Worst Pin | ~0.16 ns |
| HP Class | input port to asynchronous set/reset pin |
| Total GRT Usage | 0.0552 |
| Final min period | between 0.9 and 1 ns |
| Combinational share of power | 0.082 |
| Syn Area/Cell | between 20 and 25 um2 |
| Cell count after synthesis | 33 |
| DRC viols | 0 |
| Sequential share of power | 0.523 |
| Die Width | about 95 um |
| Final GP Congestion | between 0.6 and 0.7 |
| Setup_tns | 0 ns |
| VDD IR max | a little over 0.4 mV |
| #FFs+latches synth | 32 |
| Worst Path Max Fanout | 1 |
| Kind of critical path | flip-flop to primary output |
| Crit path buffers/inverters | 1 |
| Placement Rows | 27 |
| Worst Path Arrival | 0.75 ns |
| Final ANT Viol Nets | 0 |
| 1st-pass router iterations | 2 |
| H-tree Lvls | 2 |
| Number of flip-flops in the largest register | 32 |
| PD cells | between 1500 and 2000 mW/mm2 |
| Num CTS Buffers | 5 |
| Internal power | between 2000 and 2500 uW |
| Crit-path max cell delay | between 0.3 and 0.4 ns |
| Synth warn | 1 |
| Delay-heaviest family, CP | flip-flops |
| Leak | approximately 0.0007 uW |
| Final hold viol count | 0 |
| Setup violators final | 0 |
| Top reg by flops | q |
| MI comb cells | 0 |
| CTS Buffer Depth | 2 |
| Routed vias | roughly 540 |
| Biggest registers after layout | q: 32 flops |
| Yosys stat area | 805 um2 |
| Io pins | about 66 |
routing by layer:
metal	vias up	global-route usage	part of all wire
li1	248	-	-
met5	-	0	0
met1	248	0.0601	0.33
met2	39	0.0767	0.43
met3	6	0.0529	0.21
met4	0	0.0125	0.024
power by group through the flow:
stage	combinational, uW	sequential [uW]	clock [uW]
4_1_cts	225	1370	1110
5_1_grt	241	1380	1180
6_report	215	1370	1040
cells in the mapped netlist:
master and instances:
inv_1 1, dfrtp_1 32
stage by stage:
step           power, uW  hold slack, ns  std cells  utilization  cell area (um2)
2_1_floorplan       1400           0.231         33            -              805
3_3_place_gp        1680           0.617        173        0.286             1570
3_5_place_dp        1690           0.602        173        0.286             1570
4_1_cts             2700           0.294        180        0.275             1500
5_1_grt             2800           0.319        180        0.275             1500
6_report            2620           0.293        181        0.275             1510
cell families after synthesis:
family,Yosys count,synth area share
buffers and inverters,1,0.00466
DFF,32,0.995
worst paths after layout:
kind                       cells past startpoint   from  slack [ns]    end
worst max-delay path                           1  q[10]        0.05  q[10]
min in group clk0                              1  d[24]        0.36  q[24]
max in group asynchronous                      3    rst        0.53  q[18]
worst min-delay path                           3    rst        0.29  q[24]
placed cells by master (no fill, tap or decap):
cell	synthesis	layout
clkbuf_8	0	7
diode_2	0	1
dfrtp_1	32	32
buf_2	0	32
buf_4	0	3
inv_1	1	1
clkdlybuf4s50_1	0	33
layout make-up:
| class | instances | area share |
|---|---|---|
| Antenna cell | 1 | 0.00166 |
| Clock buffer | 7 | 0.0640 |
| Inverter | 1 | 0.00249 |
| Sequential cell | 32 | 0.532 |
| Tap cell | 72 | 0.0598 |
| Timing Repair Buffer | 68 | 0.341 |
what timing repair did:
action | in CTS | in global routing
setup endpoints to repair | 32 | 0
gates resized | 96 | 0
buffers inserted | 0 | 0
Power figures rest on the tool's default switching activity, not on a simulated workload.
